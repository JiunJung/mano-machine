## run.sh

```bash
#!/bin/bash
# OpenROAD 26Q1-2900-gdf79404cd8, Yosys 0.63+post, stock flow scripts
make -C /OpenROAD-flow-scripts/flow DESIGN_CONFIG=/design/flow/config.mk WORK_HOME=/design/flow/orfs finish
```

## config.mk

```make
export PLATFORM = sky130hd
export DESIGN_NAME = cpu
export DESIGN_NICKNAME = cpu
export VERILOG_FILES = /design/flow/design.v
export SDC_FILE = /design/flow/constraint.sdc
export NUM_CORES = 4
export LEC_CHECK = 1
export CORE_UTILIZATION = 30
```

## constraint.sdc

```tcl
current_design cpu

set clk_period 5.8
set clk_io_pct 0.2

create_clock -name clk0 -period $clk_period [get_ports {clk}]

set non_clock_inputs [all_inputs -no_clocks]
set_input_delay [expr $clk_period * $clk_io_pct] -clock clk0 $non_clock_inputs
set_output_delay [expr $clk_period * $clk_io_pct] -clock clk0 [all_outputs]
```

## design.v

```verilog
`timescale 0.1ns / 1ps
module cpu
#(
    parameter ADDR_WIDTH = 16,
    parameter DATA_WIDTH = 16
)
(
    input clk,
    input reset_n,
    input [DATA_WIDTH-1:0] data_in,
    output [ADDR_WIDTH-1:0] addr,
    output [DATA_WIDTH-1:0] data_out,
    output we_n
);
reg [15:0] AR, DR, IR, PC, AC;
reg I, E, r_we_n;
reg [7:0] D;
reg [3:0] SC;
reg [15:0] r_data_out;
assign we_n = r_we_n;
assign addr = AR; 
assign data_out = r_data_out;
always @(posedge clk or negedge reset_n)begin
if(!reset_n)begin
    AR <= 16'd0;
    DR <= 16'd0;
    IR <= 16'd0;
    PC <= 16'd0;
    AC <= 16'd0;
    I <= 1'b0;
    E <= 1'b0;
    D <= 4'd0;
    SC <= 4'd0;
    r_we_n <= 1'b1;  
end
else begin
    if(SC == 4'b0000)begin  
        r_we_n <= 1'b1;  
        AR <= PC;
        SC <= SC + 1;
    end
    if(SC == 4'b0001)begin  
        IR <= data_in;
        PC <= PC + 1;
        SC <= SC + 1;
    end
    if(SC == 4'b0010)begin  
        I <= IR[15];
        AR <= IR[11:0];
        case(IR[14:12])  
            3'b000 : D <= 8'b00000001;
            3'b001 : D <= 8'b00000010;
            3'b010 : D <= 8'b00000100;
            3'b011 : D <= 8'b00001000;
            3'b100 : D <= 8'b00010000;
            3'b101 : D <= 8'b00100000;
            3'b110 : D <= 8'b01000000;
            3'b111 : D <= 8'b10000000;
            default : D <= 8'b00000000;
        endcase
        SC <= SC + 1;   
    end
    if(SC == 4'b0011)begin  
        if(D[7] == 1'b0)begin  
            if(I == 1'b0)begin  
                SC <= SC + 1;
            end 
            else if(I == 1'b1)begin
                AR <= data_in;
                SC <= SC + 1;
            end
        end
        else if(D[7] == 1'b1)begin  
            if(I == 1'b0)begin
                case(AR)
                    16'h800 : AC <= 16'd0;         
                    16'h400 : E <= 1'b0;           
                    16'h200 : AC <= ~AC;           
                    16'h100 : E <= ~E;             
                    16'h080 : AC <= {E,AC[15:1]};  
                    16'h040 : AC <= {AC[14:0],E};  
                    16'h020 : AC <= AC + 1;        
                endcase
                SC <= 0;
            end
            else if(I == 1'b1)begin
            end
        end
    end
    if(SC == 4'b0100)begin  
        if(D[0] == 1'b1)begin  
            DR <= data_in;
            SC <= SC + 1;
        end
        else if(D[1] == 1'b1)begin  
            DR <= data_in;
            SC <= SC + 1;
        end
        else if(D[2] == 1'b1)begin  
            DR <= data_in;
            SC <= SC + 1;
        end
        else if(D[3] == 1'b1)begin  
            r_we_n <= 1'b0;  
            r_data_out <= AC;
            SC <= 0;
        end
        else if(D[4] == 1'b1)begin  
            PC <= AR;
            SC <= 0;
        end
        else if(D[5] == 1'b1)begin  
            r_we_n <= 1'b0;  
            r_data_out <= PC;
            AR <= AR + 1;
            SC <= SC + 1;
        end
        else if(D[6] == 1'b1)begin  
            DR <= data_in;
            SC <= SC + 1;
        end
    end
    if(SC == 4'b0101)begin  
        if(D[0] == 1'b1)begin  
            AC <= AC & DR;
            SC <= 0;
        end
        if(D[1] == 1'b1)begin  
            {E, AC} <= AC + DR;  
            SC <= 0;
        end
        if(D[2] == 1'b1)begin  
            AC <= DR;
            SC <= 0;
        end
        if(D[5] == 1'b1)begin  
            PC <= AR;
            SC <= 0;
        end
        if(D[6] == 1'b1)begin  
            DR <= DR + 1;
            SC <= SC + 1;
        end
    end
    if(SC == 4'b0110)begin  
        if(D[6] == 1'b1)begin  
            r_we_n <= 1'b0;  
            r_data_out <= DR;
            if(DR == 0)begin
                PC <= PC + 1;
            end
            SC <= 0;
        end
    end
end  
end  
endmodule
```

==> summary.txt <==
Latest figures from synthesis and place and route.

Total power normalized to cell area comes to slightly below 600 nW/µm². The filler-free cell count of the finished design is 1385. The and-or/or-and share of the synthesized area is 0.2720. The tightest min-delay check is of the flop to flop type. The worst-case hold path end point is IR[1]$_DFFE_PN0P_.

Across all hold checks on the routed design, the worst slack comes to 483.3 ps. The total placed instance area is 9004 µm². The TritonCTS clock tree is yes. The worst-margin pin slew is 960.6 ps. The headroom to the max-slew limit is 0.3548. Post-synthesis, Yosys gives the total cell area as 8288 µm². The adder-cell area share of the yosys netlist is 0.04167. The die height is 168.2 µm. The iteration tally of the first detailed-router pass is 5. The count of pins on the block boundary is 51. The data required time of the critical path is roughly 6100 ps. Endpoints failing hold in the final report were tallied at 0. The post-route DRC violation count is 0.

In the Yosys stats the netlist draws on 74 distinct library cells. Per the detail_route report, inserted antenna diodes total 0. For reference, the top cells by count after synthesis are 147 x nand2_1, 106 x nor2_1, 94 x dfrtp_1. Nets still carrying antenna violations after routing amount to 0. The share of flip-flops with an asynchronous set or reset after synthesis is 0.8559. The sequential cell area fraction in the yosys report is 0.3450. The die covers roughly 28000 µm². RePlAce ended its routability-driven mode at a weighted congestion of 0.9799. The later-pin clock latency in the skew report is between 300 and 400 ps. Yosys attributes the largest share of cell area to dfrtp_1 28%, nand2_1 6.7%, edfxtp_1 5.8%. Of the post-synthesis cell area, the dominant cell type holds 0.2838. The final-report setup violation count is 0.

The length in cells of the worst reg-to-reg path is 9. Port buffering added about 50 buffers. The worst setup path is captured at a flop.

Per the detail_route report, the via count comes to 8202. Yosys reports the multiplexer fraction of the synthesized area as 0.01947. Post-route period utilization is reported as 0.6396.

STA lists the startpoint of the worst register-to-register path as AR[0]$_DFF_PN0_. The worst setup path is launched from a flop. Leaving out buffers and inverters, the combinational logic in the layout accounts for about 5000 µm². The total routed wirelength is between 20 and 30 mm.

The layout summary lists the proportion of cells stronger than drive strength 1 as 0.04693. With fillers left out, the area of the finished cells amounts to 9291 µm². The design draws 5.470 mW. For flop-to-flop paths, the worst setup slack is 2090 ps. The post-synthesis to final-layout area growth is 12.11%. Counting along the longest clock path gives a buffer depth of 2.

The max-capacitance violation count is 0. The count of pins over their slew limit is 0. After synthesis the netlist holds a flip-flop and latch count of 111. The flow ran to the end, and the final reports show no timing, DRC or antenna violations.

The pin count of the biggest net entering global routing is around 50. Synthesis produced approximately 1.0k cells. Counting the warning lines in the Yosys log gives 1. The dominant non-sequential cell family after synthesis is AND-OR/OR-AND gates. The post-DP HPWL is ~20 mm. The leakage power figure is 3.498 nW. According to the floorplan log, the row count is 60. Of the total synthesized cell area, the portion taken by XOR and XNOR cells is 0.04227. The die is 168.2 µm wide. For this design, Yosys synthesis ends with a cell count of 1044. The number of buffers inserted to repair setup after CTS is 0. The origin of the worst min-delay path is IR[1]$_DFFE_PN0P_. In the final run the clock tree shows a worst skew of 12.71 ps. The H-tree was split into 3 levels. Setup repair after global routing left no endpoint under its margin.

VDD sags by at most about 0.24 mV. The core utilization before placement is 0.3067. The floorplan step defined a core boundary enclosing 27030 µm².

The end of the worst register-to-register path is AC[6]$_DFF_PN0_. In this build the clock could be raised as far as 0.2696 GHz. For this sky-water flow run, the detailed-routed wirelength per cell is reported as 20.51 µm. Max fanout on the critical path was recorded as 24. The initial antenna violation count is 1.

The critical setup path kind is flop to flop. After synthesis, the mean cell area works out to 7.939 µm². The arrival time reported for the critical path endpoint is 3960 ps.

The dominant synthesized flop cell is dfrtp_1. The area of all sequential standard cells is 2859 µm². The count of placed standard cells including taps is 1370.

The number of sinks handled by clock tree synthesis is 111. Of the total synthesized cell area, the portion taken by AND, OR, NAND and NOR gates is 0.2283. In this run, synthesis inferred 16 flip-flops with an integrated enable. On the worst setup and hold paths after CTS, the clock-pin slew comes to approximately 90 ps.

In this run the tools logged warnings totalling 30. The via count of the first global-routing pass is 7471. The number of CTS-inserted buffers is 9.

The post-cts resize count is 0. For this run, the detailed router reports a per-instance via density of ~5.9. The biggest area contributor in the post-synthesis netlist is dfrtp_1.

The count of routing violations after the opening detailed-route iteration is 759. The first global-routing pass estimated ~45 mm of wire. In this run the clock root is driven by a clkbuf_16. The global-route usage over all layers is 0.2085. The number of filler instances in the final layout is 2777. The total standard cell area after synthesis is 8288 µm².

The setup TNS after final layout is 0 ps. The worst path in the final design needs a cycle of 3710 ps, including I/O delays and setup. For this run the top cell type by instance count after synthesis was nand2_1. The total grt overflow is 0.

The hold-fix buffer count after cts is 0. Hold analysis shows the worst path with a depth of 2.
critical path: stages (launching register included):
cell and delay (ps):
dfrtp_1 440, inv_1 100, ha_1 160, or4b_1 670, nor4_4 910, a211oi_2 120
or2_1 570, o21ai_0 260, o21ai_0 120, o22a_1 240
per-stage QoR:
step / util / setup WS, ps
global route: 0.3438 / 1874
floorplan: - / 3104
global placement: 0.3331 / 2226
detailed placement: 0.3331 / 2167
finish: 0.3438 / 2090
CTS: 0.3438 / 2143
logic make-up after synthesis:
family / Yosys count
and+or+nand+nor: 406
AOI/OAI and AO/OA: 338
DFF: 111
buffers and inverters: 106
xor gates and xnor gates: 40
adders and majority gates: 27
muxes: 16
power by group:
group	switching (mW)	internal, mW	total (mW)
sequential	0.715	1.14	1.85
combinational	1.70	1.29	2.99
clock	0.327	0.302	0.629
total	2.74	2.73	5.47
worst max-delay path by stage:
stage / start / endpoint / slack, ps / depth (start not counted)
6_report: AR[0]$_DFF_PN0_ / AC[6]$_DFF_PN0_ / 2090 / 9
4_1_cts: AR[0]$_DFF_PN0_ / AC[6]$_DFF_PN0_ / 2140 / 9
5_1_grt: AR[0]$_DFF_PN0_ / AC[11]$_DFF_PN0_ / 1870 / 9
layout make-up:
cell class	count	area share
tap	341	0.04592
clock inverter	6	0.006733
inverter	27	0.01091
clock buffer	9	0.02424
sequential	111	0.3077
timing repair buffer	64	0.06491
multi-input combinational	827	0.5396
layout by cell type, fill, tap and decap left out, drive strengths merged, types with 10 or more instances in the layout:
cell	count
nand2	147
nor2	106
dfrtp	94
a21oi	82
o21ai	50
clkdlybuf4s50	49
nand3	44
o22ai	35
a211oi	32
inv	31
nor3	28
ha	26
xnor2	22
xor2	18
a22oi	18
and3	17
o31ai	17
a31oi	16
edfxtp	16
mux2i	15
buf	15
a221oi	15
nand4	11
or3	10
metal layers:
| metal | track usage | share of wire | routed length [µm] |
|---|---|---|---|
| met1 | 0.3275 | 0.46 | 13190 |
| met2 | 0.2832 | 0.41 | 11640 |
| met3 | 0.05674 | 0.093 | 2645 |
| met4 | 0.05771 | 0.032 | 920 |
| met5 | 0 | 0.00035 | 10 |
registers in the layout, indices dropped and copies added, names as in the netlist, 4 cells and up:
name / cells
AR: 16
IR: 16
PC: 16
AC: 16
r_data_out: 16
SC: 4
D: 8
DR: 16
Power is estimated from default activity; no workload was simulated.
